**flow/config.mk**
```make
export PLATFORM = sky130hd
export DESIGN_NAME = FIFO
export DESIGN_NICKNAME = FIFO
export VERILOG_FILES = /design/flow/design.v
export SDC_FILE = /design/flow/constraint.sdc
export NUM_CORES = 4
export LEC_CHECK = 1
export CORE_AREA = 10 10 113 113
export DIE_AREA = 0 0 123 123
```
**flow/constraint.sdc**
```tcl
current_design FIFO

set clk_period 3.2
set clk_io_pct 0.2

create_clock -name clk0 -period $clk_period [get_ports {clk}]

set non_clock_inputs [all_inputs -no_clocks]
set_input_delay [expr $clk_period * $clk_io_pct] -clock clk0 $non_clock_inputs
set_output_delay [expr $clk_period * $clk_io_pct] -clock clk0 [all_outputs]
```
**flow/design.v**
```verilog
`timescale 1ns / 1ps
module FIFO #(parameter bus_width = 4, addr_width = 3, fifo_depth = 8)
(input wnr, en, clk, rst, input [bus_width-1:0] in,
 output reg [bus_width-1:0] out, output reg full, empty);
    reg [addr_width:0] r_ptr,  
                       w_ptr;  
    reg [bus_width-1:0] mem[fifo_depth-1:0];
    always @(posedge clk, posedge rst) begin
        if      (rst)            begin r_ptr = 0; w_ptr = 0; end 
        else if (!en)            begin out = 'bz; end 
        else if (wnr && !full)   begin mem[w_ptr[addr_width-1:0]] = in;  w_ptr = w_ptr + 1; end  
        else if (!wnr && !empty) begin out = mem[r_ptr[addr_width-1:0]]; r_ptr = r_ptr + 1; end  
        else                     begin out = 'bz; end
    end
    always @(r_ptr, w_ptr) begin
        if      (r_ptr == w_ptr)           begin empty = 1; full = 0; end 
        else if (r_ptr[addr_width-1:0] 
                 == w_ptr[addr_width-1:0]) begin empty = 0; full = 1; end 
        else                               begin empty = 0; full = 0; end
    end
endmodule
```
**flow/run.sh**
```bash
#!/bin/bash
# OpenROAD 26Q1-2900-gdf79404cd8, Yosys 0.63+post, stock flow scripts
make -C /OpenROAD-flow-scripts/flow DESIGN_CONFIG=/design/flow/config.mk WORK_HOME=/design/flow/orfs finish
```
==> run summary <==
Implementation summary

The run finished with clean final reports. The routed design ends up with an antenna cell count of 0. Grouping stages by cell kind, the critical path spends the most delay in simple AND/OR/NAND/NOR gates. The final period utilization is between 80% and 90%.

The routed layout reports a DRC error count of 0. The largest net degree at the start of global routing is 15. Counting buffers and inverters, the worst setup path is 5 cells deep. The number of max-cap violations is 0. The cell sequence reported for the critical path is inv_1 -> ha_1 -> or4_1 -> or4_1 -> a21oi_1. The first global-routing pass estimated 6.54 mm of wire. Sequential cells account for about 42% of the total power. In the CTS report, the clock slew at the register clock pins of the worst setup and hold paths is listed as 80 ps. RePlAce ended its routability-driven mode at a weighted congestion of around 0.81. Per the STA report, the cell with the highest stage delay on the worst path is or4_1.

The count of instances resized after the clock tree is built is 0. The wire length after detailed routing is 3.97 mm. STA reports a reg2reg setup slack of 490 ps. Between the synthesized netlist and the finished layout, the area growth was recorded as 21.0%. The clock sink count is 44.

Per the CTS log, the maximum H-tree level is 2. The number of port buffers is 13. The number of max-slew violations in the final report is 0. For the pin with the worst max-slew slack, the measured transition is 495 ps.

The total global routing track utilization is 5.53%. Yosys printed 4 warnings. In this run the horizontal extent of the chip is 123 µm. The clock root buffer master is clkbuf_8. In the layout the commonest cells are 36 x edfxtp_1, 13 x clkdlybuf4s50_1, 12 x nor2_1, 12 x ha_1, 9 x a22oi_1. The via count of the first global-routing pass is 1222. The power after layout is 2100 µW. Setup violations remaining at the end of the flow were counted as 0.

The endpoint type of the worst setup path is a register. Measured against its own limit, the worst slew margin works out to 67.0%. Once the floorplan was initialized, standard cells occupied 19.7% of the core. TritonCTS built the clock tree. The total setup buffers inserted after CTS is 0. In the placement report, post-DP HPWL is listed as 2.94 mm. Endpoints failing hold in the final report were tallied at 0. The ratio of total power to cell area is 855 nW/µm². Setup repair after global routing left no endpoint under its margin.

Per STA, the highest per-stage delay on the worst path measures 520 ps. The antenna violation net count after detailed routing is 0. The leakage power figure is 0.000835 µW. After the flow finishes, the layout carries non-filler instances totaling slightly below 300. According to the timing report, the critical path is launched from w_ptr[2]. The flip-flop and latch count after synthesis is 44. The switching portion of total power comes to 35.8%.

The end of the worst register-to-register path is mem[4][3]. For the worst-skew pair, the clock arrives at the later sink with an insertion delay of 290 ps. The final worst clock skew is 4.19 ps. The number of vias after detailed routing is 1224. The number of ports placed on the die boundary is 14.

The die extent in y is 123 µm. The required arrival time at the worst endpoint is 3140 ps. The maximum vdd drop is 0.475 mV. The hold-fix buffer count after cts is 0. For the worst setup path, the data arrival time is ~2700 ps. Per report_power, the clock group accounts for 19.7% of the total. Synthesis produced a netlist whose cell count is 140. Per the Yosys statistics, synthesis produced 140 cells.

The Yosys chip area is 2040 µm². Combinational logic burns about two fifths of the power. The number of antenna violations at the first check in global routing is 0. The internal power of the cells is ~1400 µW. The violation tally recorded at the end of detailed-routing iteration 0 is 66.

The routed design could run at a clock period as short as between 2000 and 3000 ps. The site row count is 37. The setup TNS after final layout is 0 ps. Leaving out fill and tap cells, the most frequent cell in the layout is edfxtp_1. The synthesized area per cell is roughly 15 µm².

The number of cells on the worst reg-to-reg path is 5. In this run the worst path has a maximum fanout of 7. The worst setup path is launched from a register.

Looking at the reg2reg group, the worst path starts from w_ptr[2]. The mean routed wirelength per cell is 13.3 µm. The leftover overflow at the end of global routing is 0. The most numerous cell type found on the critical path is or4_1. Cells with a size suffix above 1 make up between 10% and 20% of the layout. The buffers plus inverters on the worst setup path is 1. Per the timing report, the achievable frequency comes out to 370 MHz. The number of instances in the placed design is 290. The type of the worst setup path is reg -> reg. Summing over the stages, the warning tally comes to 33. Counting distinct cell types in the post-synthesis netlist gives 37. Per Yosys stat, the portion of area used by sequential elements is 62.9%. The number of buffers on the longest clock path is 2. The capture point of the critical path was reported as mem[4][3]. According to the hold report, the worst path is of the reg -> reg type. The core footprint is 10300 µm². Per the OpenROAD floorplan log, the area of the die is 15100 µm².

The net switching power is 753 µW. Summing every instance area after synthesis gives 2040 µm². The post-detailed-route via-to-cell ratio is 4.11. In the log, the iteration count for the first detailed-route pass is 4. The total CTS buffers is 5.
==> power groups by stage <==
stage	Combinational, µW	Sequential [µW]	Clock (µW)
CTS	811	889	430
global route	910	904	454
finish	803	887	414
==> sequential cells by signal, summed over array words and instances, names as in the netlist <==
register	cells
out	4
r_ptr	4
w_ptr	4
mem	32
==> cells by family (layout without fill, tap and decap cells) <==
| group | after synthesis | in the layout | synth area share, % |
|---|---|---|---|
| flip-flops | 44 | 44 | 62.9 |
| AND/OR/NAND/NOR | 32 | 32 | 8.73 |
| AND-OR/OR-AND | 29 | 29 | 11.7 |
| adder cells (fa/ha/maj) | 12 | 12 | 7.38 |
| buffers and inverters | 10 | 32 | 2.03 |
| XOR/XNOR | 8 | 8 | 4.55 |
| multiplexers | 5 | 5 | 2.64 |
==> worst reg2reg max path: cells and delay by family, from the launching register on <==
kind / cells / cell delay (ps)
buffers and inverters: 1 / 230
flip-flops: 1 / 510
AND-OR/OR-AND: 1 / 400
adder cells (fa/ha/maj): 1 / 260
AND/OR/NAND/NOR: 2 / 960
==> layer usage <==
layer | routed length, µm | GRT usage, %
met2 | 1630 | 7.50
met3 | 252 | 1.90
met1 | 2010 | 8.52
met5 | 0 | 0
met4 | 82 | 1.02
==> stage by stage <==
stage / hold WS, ps / setup WS (ps) / util, % / cell area (µm²)
4_1_cts: 564 / 528 / 23.9 / 2460
3_5_place_dp: 545 / 324 / 22.8 / 2350
6_report: 563 / 495 / 23.9 / 2460
2_1_floorplan: 456 / 738 / - / 2040
5_1_grt: 599 / 375 / 23.9 / 2460
3_3_place_gp: 547 / 351 / 22.8 / 2350
==> cell usage after synthesis <==
library cell | count | area, µm²
a22oi_1 | 9 | 67.6
o41a_1 | 1 | 11.3
a2111oi_4 | 1 | 27.5
dfrtp_1 | 8 | 200
a211o_1 | 1 | 8.76
and2_1 | 1 | 6.26
edfxtp_1 | 36 | 1080
a211oi_1 | 1 | 7.51
nor2b_1 | 1 | 6.26
mux2i_1 | 2 | 20.0
or4_4 | 1 | 11.3
nor4_1 | 2 | 12.5
inv_1 | 7 | 26.3
nand4_1 | 1 | 6.26
nor4_4 | 1 | 21.3
xor2_1 | 1 | 8.76
or4_1 | 2 | 15.0
xor2_2 | 3 | 48.8
a222oi_1 | 1 | 10.0
xnor2_1 | 4 | 35.0
a221oi_1 | 1 | 8.76
nor2_1 | 12 | 45.0
clkbuf_1 | 2 | 7.51
buf_4 | 1 | 7.51
o21ai_0 | 1 | 5.00
a32o_1 | 3 | 30.0
nand2_1 | 6 | 22.5
ha_1 | 12 | 150
a21oi_1 | 6 | 30.0
o21a_1 | 1 | 7.51
nor3_1 | 2 | 10.0
mux2_2 | 2 | 22.5
nor4b_1 | 1 | 8.76
mux2_1 | 1 | 11.3
or3_1 | 2 | 12.5
a2111oi_1 | 2 | 20.0
o21ai_1 | 1 | 5.00
==> how the worst min path moves through the flow <==
stage                 startpoint  cells past startpoint       end
after global routing    r_ptr[3]                      1  r_ptr[3]
after CTS               r_ptr[3]                      1  r_ptr[3]
final                   r_ptr[3]                      1  r_ptr[3]
==> final cells by class <==
type,instances,area (µm²)
Fill cell,1067,7860
Sequential cell,44,1280
Multi-Input combinational cell,86,713
Tap cell,136,170
Timing Repair Buffer,17,160
Clock buffer,5,68.8
Clock inverter,3,42.5
Inverter,7,26.3
No activity file was given, so power comes from the tool's default toggle rates.
