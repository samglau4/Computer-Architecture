`flow/run.sh`:
```
#!/bin/bash
# OpenROAD 26Q1-2900-gdf79404cd8, Yosys 0.63+post, stock flow scripts
make -C /OpenROAD-flow-scripts/flow DESIGN_CONFIG=/design/flow/config.mk WORK_HOME=/design/flow/orfs finish
```
`flow/config.mk`:
```
export PLATFORM = sky130hd
export DESIGN_NAME = pipeline_multiplier
export DESIGN_NICKNAME = pipeline_multiplier
export VERILOG_FILES = /design/flow/design.v
export SDC_FILE = /design/flow/constraint.sdc
export NUM_CORES = 4
export LEC_CHECK = 1
export CORE_UTILIZATION = 30
```
`flow/constraint.sdc`:
```
current_design pipeline_multiplier

set clk_period 3.4
set clk_io_pct 0.2

create_clock -name clk0 -period $clk_period [get_ports {clk}]

set non_clock_inputs [all_inputs -no_clocks]
set_input_delay [expr $clk_period * $clk_io_pct] -clock clk0 $non_clock_inputs
set_output_delay [expr $clk_period * $clk_io_pct] -clock clk0 [all_outputs]
```
`flow/design.v`:
```
`timescale 1ns / 1ps
module CLA_gen(input [3:0] p, g, input cin, output [3:0] C, output cout);
assign C[0] = cin;
assign C[1] = g[0] | p[0] & cin;
assign C[2] = g[1] | p[1] & (g[0] | p[0] & cin);
assign C[3] = g[2] | p[2] & (g[1] | p[1] & (g[0] | p[0] & cin));
assign cout = g[3] | p[3] & (g[2] | p[2] & (g[1] | p[1] & (g[0] | p[0] & cin)));
endmodule
`timescale 1ns / 1ps
module Half_Adders(input [3:0] A, B, output [3:0] p, g);
half_adder u0 (A[0], B[0], p[0], g[0]);
half_adder u1 (A[1], B[1], p[1], g[1]);
half_adder u2 (A[2], B[2], p[2], g[2]);
half_adder u3 (A[3], B[3], p[3], g[3]);
endmodule
`timescale 1ns / 1ps
module half_adder(input a, b, output p, g);
assign p = a ^ b;
assign g = a & b;
endmodule
`timescale 1ns / 1ps
module sums(input [3:0] p, C, output [3:0] Y);
assign Y[0] = C[0] ^ p[0];
assign Y[1] = C[1] ^ p[1];
assign Y[2] = C[2] ^ p[2];
assign Y[3] = C[3] ^ p[3];
endmodule
`timescale 1ns / 1ps
module AND(input [3:0] A, input b, output [3:0] Y);
    assign Y = { A[3] & b, A[2] & b, A[1] & b, A[0] & b };
endmodule
`timescale 1ns / 1ps
module CLA_4bit (input [3:0] A, B, input cin, output [3:0] Y, output cout);
    wire [3:0] p;
    wire [3:0] g;
    wire [3:0] C;
    Half_Adders u0 (A, B, p, g);
    CLA_gen     u1 (p, g, cin, C, cout);
    sums        u2 (p, C, Y);
endmodule
`timescale 1ns / 1ps
module CLA_8bit(input [7:0] A, B, input cin,
                output [7:0] Y, output cout);
    wire DONT_USE;            
    CLA_4bit u0 (A[3:0], B[3:0], cin, Y[3:0], DONT_USE);
    CLA_4bit u1 (A[7:4], B[7:4], DONT_USE, Y[7:4], cout);    
endmodule
`timescale 1ns / 1ps
module D_reg #(parameter WIDTH = 8) (input clk, reset, EN, input [WIDTH-1:0] D, output reg [WIDTH-1:0] Q);
    always@(posedge clk, posedge reset)
        if(reset) Q <= 0;
        else if(EN) Q <= D;
        else Q <= Q;
endmodule
`timescale 1ns / 1ps
module pipeline_multiplier(input [3:0] A, B, input clk, reset, EN, output [7:0] Y);
    wire DONT_USE;
    wire [3:0] Q0, Q1, PP0, PP1, PP2, PP3;
    wire [7:0] Q2, Q3, sum0, sum1, product;
    D_reg #(4) U0 (clk, reset, EN, A, Q0);
    D_reg #(4) U1 (clk, reset, EN, B, Q1);
    AND     A0(Q0, Q1[0], PP0);
    AND     A1(Q0, Q1[1], PP1);
    AND     A2(Q0, Q1[2], PP2);
    AND     A3(Q0, Q1[3], PP3);
    CLA_8bit C0 ({4'b0, PP0},       {3'b0, PP1, 1'b0}, 1'b0, sum0, DONT_USE);
    CLA_8bit C1 ({2'b0, PP2, 2'b0}, {1'b0, PP3, 3'b0}, 1'b0, sum1, DONT_USE);
    D_reg #(8) U2(clk, reset, EN, sum0, Q2);
    D_reg #(8) U3(clk, reset, EN, sum1, Q3);
    CLA_8bit C2 (Q2, Q3, 1'b0, product, DONT_USE);
    D_reg #(8) U4(clk, reset, EN, product, Y);
endmodule
```
==> out/metrics.yaml <==
status:
  run_status: "finished clean"
job:
  max_cap_viol_count: 0
  warnings: 25
grt:
  grt.total_usage_pct: 9.137
  grt_max_degree: 36
  overflow: 0
  grt_antenna_before_repair: 0
  grt_first_pass_wirelength_um: 3601
  first_global_vias: 740
synth:
  synth_compound_gate_area_share_pct: 2.418
  synthesis.instances: 104
  post_synth_xor_area_fraction_pct: 0.6045
  topCombFamilyByArea: "multiplexers"
  synth.yosys.seq_area_share_pct: 48.36
  ys.warnings.count: 2
  ys.flops: 28
  netlist-cell-type-count: 16
  yosysChipArea_um2: 1449
  synth_simple_gate_area_share_pct: 7.686
  postSynthAreaPerCell_um2: 13.93
  synth.area.mux_share_pct: 20.47
  syn_area_um2: 1449
  yosys-stat-cells: 104
  synthAdderAreaFrac_pct: 14.85
timing:
  final-hold-violation-count: 0
  achievable-frequency_ghz: 0.4307
  slew_headroom_pct: 68.86
  post-route-min-period_ns: 2.322
  tightestPinTransition_ns: 0.4671
  fin_tns_setup_ns: 0
  final-max-slew-violation-count: 0
  worst_clock_skew_ns: 0.002173
  layout_worst_path_cycle_share_pct: 68.28
  rsz0062_at_grt: "no"
  timing.final.setup_violations: 0
placed_design:
  place.gp.congestion: 0.7839
  placement.io_buffers: 18
  place_hpwl_um: 1438
layout:
  layout-drive-gt1-share_pct: 21.14
  lay_top_count: "sky130_fd_sc_hd__dfrtp_1"
  num-fill-cells: 422
  final_layout_top_logic_cells: "sky130_fd_sc_hd__dfrtp_1, sky130_fd_sc_hd__clkdlybuf4s50_1, sky130_fd_sc_hd__mux2_4"
  storage_element_area_um2: 700.7
  logic_area_um2: 666.9
  area_growth_pct: 17.53
cts:
  clock_tree.htree_level_count: 1
  numCtsBuffers: 3
  cts_repair_resize_count: 0
  cts_sinks: 28
  cts_setup_buffers: 0
  cts.clk_slew.worst_paths_ns: 0.08
  clock_insertion_delay_worst_skew_ns: 0.26
  cts_buffer_depth: 2
  tritoncts: "done"
  root_buffer: "sky130_fd_sc_hd__clkbuf_8"
  cts-hold-fix-buffers: 0
pwr:
  peakVddDrop_mv: 0.2312
  pwr_density_cell_nw_per_um2: 505.9
  p_leak_nw: 0.8041
  total_chip_power_mw: 0.8615
routing:
  ant_nets: 0
  route.layer.met1.wl_um: 1032
  routedWlPerCell_um: 11.50
  met2WireLength_um: 849
  count_of_tritonroute_iterations_in_the_first_routing_pass: 4
  n_antenna_cell: 0
  routed-wl-met3_um: 115
  drt_drc_violations_left: 0
  avgViaCountPerCell: 4.349
  via_count: 761
  top_signal_layer_used: "met4"
  drt_iter0_drc: 53
  finalWirelength_um: 2013
setup_path:
  critPathCaptureType: "register"
  cp.arrival_ns: 2.48
  worst-endpoint-required_ns: 3.55
  worstSetupPathType: "register to register"
  crit_path_start_kind: "register"
  number_of_cells_on_the_worst_reg_to_reg_path: 8
  crit_path_max_fanout: 2
floorplan:
  die.size.x_um: 71.50
  boundaryPins: 19
  fp.dieH_um: 71.50
  fp-utilization_pct: 32.17
  die-area_um2: 5112
  core-area_um2: 4504
  placementRows: 24
worst_hold_path:
  hold_path_class: "register to register"
  hold_depth: 1
## layout make-up
class / instances / area share, %
flip-flops and latches: 28 / 41.15
multi-input cells: 63 / 39.16
repair buffers: 20 / 11.46
well taps: 52 / 3.821
clock buffers: 3 / 2.425
inverters: 9 / 1.984
## registers in the layout (all words and copies together), names as in the netlist
signal,count
U4.Q,8
U2.Q,6
U3.Q,6
U0.Q,4
U1.Q,4
## critical path: stages, from the launching register on
cell and delay [ns]:
sky130_fd_sc_hd__dfrtp_1 0.40, sky130_fd_sc_hd__ha_1 0.23, sky130_fd_sc_hd__fa_1 0.43, sky130_fd_sc_hd__fa_1 0.36
sky130_fd_sc_hd__inv_1 0.07, sky130_fd_sc_hd__fa_1 0.16, sky130_fd_sc_hd__inv_1 0.04, sky130_fd_sc_hd__ha_1 0.27
sky130_fd_sc_hd__mux2_4 0.26
## per-layer routing
| metal | track usage, % | up-vias |
|---|---|---|
| li1 | - | 376 |
| met1 | 16.14 | 364 |
| met2 | 12.17 | 19 |
| met3 | 2.568 | 2 |
| met4 | 0.4357 | 0 |
| met5 | 0 | - |
## Yosys cell counts (all sizes together)
| cell type | count | area share [%] |
|---|---|---|
| fa | 7 | 9.7 |
| xnor2 | 1 | 0.60 |
| nor2 | 3 | 0.78 |
| o21ai | 4 | 1.4 |
| buf | 4 | 3.3 |
| nand3 | 2 | 0.69 |
| and2 | 12 | 5.2 |
| inv | 9 | 2.3 |
| mux2 | 21 | 20 |
| nand2 | 4 | 1.0 |
| ha | 6 | 5.2 |
| dfrtp | 28 | 48 |
| a21oi | 3 | 1.0 |
## worst paths after layout
| check | from | endpoint | slack [ns] |
|---|---|---|---|
| worst max-delay path | U2.Q[2] | U4.Q[6] | 1.08 |
| worst min-delay path | U4.Q[3] | U4.Q[3] | 0.51 |
| worst max register to register | U2.Q[2] | U4.Q[6] | 1.08 |
| worst min register to register | U4.Q[3] | U4.Q[3] | 0.51 |
| max in group asynchronous | reset | U2.Q[4] | 2.36 |
| min in group asynchronous | reset | U4.Q[4] | 0.78 |
## logic make-up after synthesis
group,after synthesis
mux,21
xor+xnor,1
compound gates,7
buf+inv,13
flops,28
fa+ha+maj,13
simple gates,21
## per-stage QoR
stage               hold slack, ns  setup WS [ns]  std cells  instance area [µm²]  utilization, %
floorplan                   0.4577          1.176        104                 1449               -
global placement            0.4894          1.120        172                 1662           36.89
detailed placement          0.4968          1.089        172                 1662           36.89
CTS                         0.5209          1.067        175                 1703           37.81
global route                0.5331          1.015        175                 1703           37.81
finish                      0.5142          1.078        175                 1703           37.81
## power breakdown
part | internal [mW] | switching (mW) | total [mW]
combinational | 0.174 | 0.0687 | 0.243
clock | 0.0792 | 0.0904 | 0.170
sequential | 0.402 | 0.0470 | 0.449
No activity file was given, so power comes from the tool's default toggle rates.
