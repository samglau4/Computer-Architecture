[./run.sh]
#!/bin/bash
# OpenROAD 26Q1-2900-gdf79404cd8, Yosys 0.63+post, stock flow scripts
make -C /OpenROAD-flow-scripts/flow DESIGN_CONFIG=/design/flow/config.mk WORK_HOME=/design/flow/orfs finish
[./config.mk]
export PLATFORM = sky130hd
export DESIGN_NAME = regfile2
export DESIGN_NICKNAME = regfile2
export VERILOG_FILES = /design/flow/design.v
export SDC_FILE = /design/flow/constraint.sdc
export NUM_CORES = 4
export LEC_CHECK = 1
export CORE_UTILIZATION = 40
[./constraint.sdc]
current_design regfile2

set clk_period 6.8
set clk_io_pct 0.2

create_clock -name clk0 -period $clk_period [get_ports {clk}]

set non_clock_inputs [all_inputs -no_clocks]
set_input_delay [expr $clk_period * $clk_io_pct] -clock clk0 $non_clock_inputs
set_output_delay [expr $clk_period * $clk_io_pct] -clock clk0 [all_outputs]
[./design.v]
`timescale 1ns / 1ps
module regfile2(
    input clk, we1, we2,
    input [4:0] ra1, ra2, wa1, wa2,
    input [31:0] wd1, wd2,
    output [31:0] rd1, rd2
    );
    reg [31:0] regfile[31:0];
    initial
        regfile[0] = 32'b0;
    always@(posedge clk) begin
            if(we1) regfile[wa1] <= wd1;
            if(we2) regfile[wa2] <= wd2;
    end
    assign rd1 = ra1 ? regfile[ra1] : 0;
    assign rd2 = ra2 ? regfile[ra2] : 0;
endmodule
==> results.txt <==
The implementation run finished. The detailed router finished its first iteration with 2533 violations. The longest incremental delay of any stage on the critical path is reported as between 0.9 and 1 ns. The synthesized netlist contains 42 unique library cells.

The design draws 15.2 mW. Setup repair after global routing left no endpoint under its margin. Maximum number of pins on one net before global-route repair landed at approximately 74. In the synthesized netlist, the number of instances is between 3000 and 4000. Buffers added to address setup during post-CTS repair amount to 0.

Worst slew margin relative to its limit landed at ~29%. Number of enable flip-flop cells landed at roughly 1000. Depth of the CTS H-tree landed at 3.

Via count of the first global-routing pass landed at between 40000 and 50000. Data required time of the worst path landed at 5.44 ns. Counting pins that exceed their max-slew limit in the final report gives 0.

Per the post-run analysis, buffers plus inverters along the critical path come to 3. Recorded from the global router log, the overflow total was 0. The synthesized design devotes to its leading area cell type roughly half of total area. Synthesized area divided by synthesized cell count landed at between 15 and 20 um2. Actual transition at the worst max-transition pin landed at about 1.1 ns. Global-route wire length before repair landed at 310 mm. The final critical path takes up between 90% and 100% of the cycle.

Via count landed at 38296. The report counts max-capacitance violations totalling 0. After clock tree synthesis, the flow added hold-fix buffers numbering 0.

Initial standard-cell utilization of the core landed at around two fifths. The report gives the cell count of the worst hold path as 3. Overall fraction of global-route tracks in use landed at a little under a third. CTS buffer count landed at approximately 120. Post-CTS repair changed the size of 0 cells.

STA lists the startpoint of the worst hold path as wd1[22]. Stage-log warning count landed at 26. Net switching power figure landed at 3.81 mW.

More flip-flops sit in one register than any other, and that register is regfile. Measured along the y axis, the die boundary spans 392 um. The register with the most flip-flops in the layout has between 1000 and 1500 of them. Checking hold timing, the worst path is listed with class input pin to flop. Of the total power, the clock network draws about two fifths. The final layout report lists a filler cell count of ~13000.

Count of unresolved DRC violations after routing landed at 0. Combinational share of power landed at about an eighth. Final standard cell count with taps included and fillers excluded landed at roughly 5900. The final timing report counts setup violations totalling 0. Static leakage power landed at approximately 22 nW.

Maximum vdd drop landed at ~0.21 mV. Routability congestion estimate landed at about 0.93. Sequential cell area landed at about 0.031 mm2.

Number of buffers between clock root and the deepest sink landed at 3. The flow ran to the end, and the final reports show no timing, DRC or antenna violations. Mean routed wirelength per cell landed at 37.9 um. The floorplan has approximately 140 rows. Switching power share of the total landed at 25.1%.

The region available for standard cell placement spans between 0.15 and 0.2 mm2. The worst setup path is captured at an output pin. The synthesis report lists the Yosys warning total as 1. TritonCTS sink count landed at between 1000 and 1500.

The kind of cell with the highest combined delay along the critical path is buffers and inverters. For this run, the chip area from Yosys synthesis comes to 0.0608 mm2. Internal power landed at around 11 mW.

For hold timing, the worst endpoint is regfile[30][22]. In the final report, the number of hold violations comes to 0. The cell sequence reported for the critical path is buf_2 -> buf_4 -> and2_2 -> a22oi_1 -> a311oi_1 -> clkdlybuf4s50_1. The final antenna diode tally reported by the flow is 0. Detailed-placement wirelength estimate landed at 129 mm. Maximum fanout count along the critical path landed at 16. The flow reported a cell area power density of roughly 220 mW/mm2. Count of antenna-violating nets left after detailed routing landed at 0. On the critical path, the stage with the largest delay is an instance of sky130_fd_sc_hd__a311oi_1. Setup slack of the critical path after layout landed at ~0.54 ns. From left edge to right edge, the die measures between 300 and 400 um.

The largest total area in the synthesized netlist belongs to sky130_fd_sc_hd__edfxtp_1. Yosys reports that the most numerous cell types are sky130_fd_sc_hd__edfxtp_1 (1024), sky130_fd_sc_hd__mux2_2 (933), sky130_fd_sc_hd__mux4_2 (448), sky130_fd_sc_hd__clkbuf_1 (259), sky130_fd_sc_hd__mux2_1 (155). The registers reported with the highest flop counts are regfile x1024. In this run the count of I/O pins placed on the die edge is roughly 150.

Sequential cells burn between 40% and 50% of the power. Clock slew seen by the registers of the worst setup and hold paths landed at approximately 0.06 ns. Fraction of registers with async set or reset after synthesis landed at 0%. Among all flip-flop cells after synthesis, the most frequent one is sky130_fd_sc_hd__edfxtp_1.

Of the cells placed in the final design, the portion with a size suffix greater than 1 is between 40% and 50%. Number of buffer cells added on primary ports landed at around 150. In the post-route report, total wirelength is listed as about 220 mm. STA classifies the critical path startpoint as an input pin. Before any placement, the netlist area is recorded as approximately 0.061 mm2. TritonCTS built the clock tree. For the finished layout, the period the worst path requires is about 6.3 ns.

Looking at the clock tree report, the root buffer type is sky130_fd_sc_hd__clkbuf_16. Accumulated negative setup slack landed at 0 ns. After synthesis, the cell types taking the most area are sky130_fd_sc_hd__edfxtp_1 (51%), sky130_fd_sc_hd__mux2_2 (17%), sky130_fd_sc_hd__mux4_2 (17%). Per the layout area report, the combinational gate area comes to around 0.028 mm2. Critical path data arrival time landed at ~4.9 ns. Sequential cell area fraction in the yosys report landed at roughly half.

First-pass iteration count of the detailed router landed at 5. After synthesis the netlist holds a flip-flop and latch count of 1024. The most common cell in the synthesized netlist is sky130_fd_sc_hd__edfxtp_1.

Number of vias per cell after detailed routing landed at 6.54. Achievable frequency landed at 0.160 GHz. Number of antenna violations at the first check in global routing landed at 4.

The detailed placer reported the number of placed instances as 5644. The synthesized netlist was found by Yosys to have roughly 3800 cells. Area of the die landed at 0.154 mm2. Area added between synthesis and finish landed at 12.1%. Looking at the setup timing report, the critical path kind is input pin to output pin. Prior to clock tree synthesis, the placed netlist has a worst setup slack of about 0.73 ns.
==> layout make-up <==
cell class / instances / area share (%)
timing repair buffer: 360 / 4.76
inverter: 2 / 0.0183
tap: 2016 / 3.70
clock inverter: 69 / 0.789
sequential: 1024 / 45.1
clock buffer: 146 / 4.42
multi-input combinational: 2242 / 41.2
==> cells in the final DEF (no fill, tap or decap), drive strengths merged, types with 2 or more instances in the layout <==
cell,synthesis,layout
mux2,1088,1088
edfxtp,1024,1024
mux4,448,448
buf,238,220
clkbuf,261,146
clkdlybuf4s50,0,140
mux2i,128,128
o21ai,126,126
nor2b,68,68
a22oi,64,64
a211oi,64,64
a311oi,64,64
clkinv,0,56
nand2,54,54
a221oi,46,46
nor2,24,24
o2111ai,18,18
o22ai,16,16
nand3b,9,9
bufinv,0,6
inv,2,5
nor3b,4,4
clkinvlp,0,4
nand3,4,4
or3b,4,4
or2,3,3
and2,2,2
nand2b,2,2
or4,2,2
==> kinds of logic after synthesis <==
kind of cell    after synthesis  synth area share [%]
buf+inv                     501                  4.23
flops                      1024                  50.6
compound gates              398                  4.62
simple gates                180                  1.76
mux                        1664                  38.8
==> per-layer routing <==
layer,vias to the layer above,global-route usage (%),routed length [um]
li1,15517,-,-
met1,19641,37.1,72000
met2,2538,45.9,102000
met3,581,19.7,33800
met4,19,14.1,13300
met5,-,2.20,410
==> stage by stage <==
stage	cell area (um2)	util [%]	hold WS (ns)
6_report	68200	45.4	1.63
3_3_place_gp	64700	43.0	2.39
3_5_place_dp	64700	43.0	2.39
5_1_grt	68200	45.4	1.66
2_1_floorplan	60800	-	1.56
4_1_cts	68200	45.4	1.59
==> power groups by stage <==
stage | Clock (mW) | Sequential [mW] | Combinational (mW)
finish | 6.04 | 7.17 | 1.95
global route | 6.36 | 7.19 | 2.05
CTS | 6.11 | 7.17 | 1.94
==> worst max path at each step <==
stage	start	endpoint	slack (ns)	depth (start not counted)
final	ra1[3]	rd1[0]	0.54	6
after global routing	ra1[3]	rd1[0]	0.49	6
after CTS	ra1[3]	rd1[0]	0.73	6
Power and IR drop assume default switching activity.
